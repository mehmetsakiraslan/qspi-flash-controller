[flow/config.mk]
export PLATFORM = sky130hd
export DESIGN_NAME = spi_denetleyici
export DESIGN_NICKNAME = spi_denetleyici
export VERILOG_FILES = /design/flow/design.v
export SDC_FILE = /design/flow/constraint.sdc
export NUM_CORES = 4
export LEC_CHECK = 1
export CORE_UTILIZATION = 30
[flow/design.v]
`timescale 1ps / 1ps
module spi_denetleyici (
   input clk_i,
   input rst_i,
   input  [ 7:0] wb_adr_i,
   input  [31:0] wb_dat_i,
   input         wb_we_i,
   input         wb_stb_i,
   input  [ 3:0] wb_sel_i,
   input         wb_cyc_i,
   output        wb_ack_o,
   output [31:0] wb_dat_o,
   inout [3:0] io_qspi_data,
   output spi_cs_o,
   output spi_sck_o
);
   localparam [4:0]
   IDLE  = 5'b00001,
   WRITE = 5'b00010,
   READ  = 5'b00100,
   DUMMY = 5'b01000,
   INST  = 5'b10000;
   localparam [1:0] 
   sr = 2'b01,
   dr = 2'b10,
   qr = 2'b11;
   reg [31:0] control_register_r [9:0];
   reg [3:0] word_ctr;
   reg [4:0] state;
   reg [31:0] t_buffer;
   reg [31:0] r_buffer;
   wire new_inst = wb_stb_i;  
   reg [10:0] bit_ctr;
   wire [31:0] QSPI_CCR = control_register_r[0];
   wire [31:0] QSPI_ADR = control_register_r[1];
   wire [31:0] QSPI_STA = control_register_r[9];
   wire [7:0] instruction_value = QSPI_CCR[7:0];
   wire [1:0] data_mod = QSPI_CCR[9:8];
   wire write_flash = QSPI_CCR[10];
   wire [4:0] dummy_cycles = QSPI_CCR[15:11];
   wire [8:0] data_size = QSPI_CCR[24:16];
   wire [5:0] prescale = QSPI_CCR[30:25];
   wire reset_status_reg = QSPI_CCR[31];
   wire status_reg = QSPI_STA[0];
   wire [1:0] data_rate = (data_mod==2'b11) ? 4 : data_mod;
   reg ack;
   assign wb_ack_o = ack || wb_stb_i && (wb_adr_i!=0);
   reg inst_flag;
   reg clock_en;
   reg [5:0] prescale_ctr;
   always @(posedge clk_i) begin
      if(rst_i) begin
         prescale_ctr <= 0;
         clock_en <= 0;   
      end
      else begin
         if(prescale_ctr < prescale) begin
            clock_en <= 0;
            prescale_ctr <= prescale_ctr + 1;
         end
         else begin
            clock_en <= 1;
            prescale_ctr <= 0;
         end
      end
   end
   wire busy = state != IDLE; 
   assign wb_dat_o = control_register_r[wb_adr_i>>2];  
   integer i;
   always @(posedge clk_i) begin
      if(rst_i) begin
         for(i=0; i<10; i=i+1) begin
            control_register_r[i] <= 0;
            inst_flag <= 0;
         end
      end
      else begin
         if(wb_we_i && ~busy) begin
            control_register_r[wb_adr_i>>2] = wb_dat_i;
            if(wb_adr_i==0 && !wb_ack_o) begin
               inst_flag <= 1;
            end
         end
      end
   end
   reg [1:0] out_mod;
   assign io_qspi_data = out_mod==2'b11 ? t_buffer[31:28] : 
                         out_mod==2'b10 ? {t_buffer[31:30],2'bZZ} : 
                         out_mod==2'b01 ? {3'bZZZ, t_buffer[31]} : 4'bZZZZ;
   always @(posedge clk_i) begin
      if(rst_i) begin
         state <= IDLE;
         word_ctr <= 0;
         bit_ctr <= 0;
         t_buffer <= 0;
         r_buffer <= 0;
         ack <= 0;
         out_mod <= 2'b01;
      end
      else if (clock_en) begin
         case(state)
         IDLE: begin
            ack <= 0;
            if(new_inst && inst_flag) begin
               state <= INST;
               bit_ctr <= (QSPI_ADR==32'b0) ? 8 : 32;
               t_buffer <= (QSPI_ADR==32'b0) ? {instruction_value, 24'b0} : {instruction_value, QSPI_ADR[23:0]};
            end
         end
         INST: begin
            if(bit_ctr != 0) begin
               t_buffer <= t_buffer << 1;
               bit_ctr <= bit_ctr - 1;
               inst_flag <= 0;
               if(bit_ctr==1) begin
                  out_mod <= (!write_flash) ? 2'b00 : data_mod;
                  if(dummy_cycles!=0) begin
                     state <= DUMMY;
                     bit_ctr <= dummy_cycles;
                  end
                  else begin
                     state <= (write_flash) ? WRITE : READ;
                     bit_ctr <= (data_size+1)<<3;
                     word_ctr <= 1;
                     t_buffer <= control_register_r[2];
                  end
               end
            end
         end
         DUMMY: begin
            if(bit_ctr != 0) begin
               bit_ctr <= bit_ctr - data_rate;  
            end
            else begin
               state <= (write_flash) ? WRITE : READ;
               bit_ctr <= data_size;
               word_ctr <= 1;
               t_buffer <= control_register_r[2];
            end
         end
         WRITE: begin
            if(bit_ctr != 0) begin
               bit_ctr <= bit_ctr - data_rate;
               t_buffer <= t_buffer << data_rate;
               if((bit_ctr-data_rate)%32==0) begin
                  word_ctr <= word_ctr + 1;
                  t_buffer <= control_register_r[word_ctr+2];
               end
            end
            else begin
               ack <= 1;
               state <= IDLE;
               bit_ctr <= 0;
               out_mod <= 2'b01;
            end
         end
         READ: begin
            if(bit_ctr != 0) begin
               case(data_mod)
               sr: r_buffer <= {r_buffer, io_qspi_data[0]};
               dr: r_buffer <= {r_buffer, io_qspi_data[1:0]};
               qr: r_buffer <= {r_buffer, io_qspi_data[3:0]};
               default: r_buffer <= {r_buffer, io_qspi_data[0]};
               endcase
               bit_ctr <= bit_ctr - data_rate;
               if((bit_ctr-data_rate)%32==0) begin
                  word_ctr <= word_ctr + 1;
                  control_register_r[word_ctr] <= t_buffer;
               end
            end
            else begin
               ack <= 1;
               state <= IDLE;
               bit_ctr <= 0;
               out_mod <= 2'b01;
            end
         end
         endcase
      end   
   end
   assign spi_cs_o = (state==IDLE);  
   assign spi_sck_o = (prescale==0) ? clk_i&&(state!=IDLE) : clock_en&&(state!=IDLE);
endmodule
[flow/run.sh]
#!/bin/bash
# OpenROAD 26Q1-2900-gdf79404cd8, Yosys 0.63+post, stock flow scripts
make -C /OpenROAD-flow-scripts/flow DESIGN_CONFIG=/design/flow/config.mk WORK_HOME=/design/flow/orfs finish
[flow/constraint.sdc]
current_design spi_denetleyici

set clk_period 28.1
set clk_io_pct 0.2

create_clock -name clk0 -period $clk_period [get_ports {clk_i}]

set non_clock_inputs [all_inputs -no_clocks]
set_input_delay [expr $clk_period * $clk_io_pct] -clock clk0 $non_clock_inputs
set_output_delay [expr $clk_period * $clk_io_pct] -clock clk0 [all_outputs]
==> metrics.csv <==
stage,metric,value,unit
critical_path,crit path max fanout,2,
sta,Final Max Slew Viols,0,
clock_network,Post-CTS Repair Setup Buffers,0,
sta,unrepaired setup endpoints after global routing,false,
critical_path,WS Path Type,clock port to output pin,
sta,Final Setup Violations,0,
floorplan,FP Util,30.4,%
grt,total track usage,20.5,%
yosys,Synth Instances,2838,
finish,share of post-route cells with drive strength above 1,15.3,%
route,Ant. Diodes,0,
floorplan,die area,105000,sq um
floorplan,placeable core region,102000,sq um
clock_network,"Hold-fix buffers, CTS",0,
route,via-per-instance ratio,5.63,
route,drc violations,0,
placed_design,Place WS,7.87,ns
finish,Util after Layout,34.5,%
grt,first-pass GRT wire length,153000,um
route,DRT antenna net count,0,
run_status,status,completed,
grt,largest net degree at the start of global routing,122,
yosys,Mapped Avg Cell Area,11.0,sq um
critical_path,CP Launch Type,clock port,
route,Vias,23560,
yosys,Yosys cell types,76,
grt,gr ovfl total,0,
placed_design,PortBufs,78,
yosys,asr flop ratio synth,0,%
finish,layout filler cell count,9913,
route,Routed WL,103000,um
sta,headroom to the max-slew limit,39.1,%
yosys,synthesized area,31200,sq um
route,initial drt markers,2000,
yosys,Top cell area share,22.5,%
placed_design,Placer Congestion,0.947,
finish,design area,35300,sq um
yosys,Yosys Chip Area,31200,sq um
finish,P&R area growth vs syn,13.3,%
yosys,leading area contributor after synthesis,dfxtp_1,
clock_network,"Reg clk slew, reported paths",0.06,ns
route,post-detailed-route wirelength per cell,24.7,um
clock_network,worst skew pair latency,0.78,ns
min_path,Hold Crit Class,flip-flop to flip-flop,
critical_path,WP data arrival,14.94,ns
yosys,Post-synth seq share,44.1,%
sta,worst-margin pin slew,0.914,ns
floorplan,chip height,324,um
floorplan,Rows,117,
power,Leak,13.1,nW
placed_design,DP HPWL,62800,um
placed_design,Post-DP Area,33300,sq um
floorplan,IO Pins,88,
yosys,yosys stat cell total,2838,
yosys,synth warn,6,
yosys,number of synthesized register bits,574,
clock_network,cts repair resizes,0,
sta,final setup margin,7.54,ns
grt,number of global-route vias before repair,23202,
clock_network,CTS tree,built,
job,MaxCap Viol Count,0,
job,Log Warnings,38,
critical_path,Worst EP required,22.48,ns
floorplan,DIE WIDTH,324,um
power,pwr dens,52.7,nW/um^2
yosys,"top cells, area","dfxtp_1, edfxtp_1, mux2i_1",
sta,setup TNS,0,ns
route,DRT Pass-1 Iters,5,
grt,initial antenna violation count,0,
yosys,Most common reg cell,dfxtp_1,
sta,Setup Skew,0.0351,ns
yosys,"EDFF count, synth",224,
sta,"Hold Vio Cnt, Final",0,
critical_path,CP Capture Type,output pin,
power,Worst VDD drop,0.0000510,V
-- critical path, cell delays in order --
cell and delay, ns:
clkbuf_16 0.12, clkbuf_16 0.13, mux2i_1 0.12, nor2_1 0.09
clkdlybuf4s50_1 0.43
-- final cells by class --
type	count	area (sq um)	share of cell area [%]
clock buffer	77	1670	4.72
clock inverter	36	379	1.07
inverter	52	203	0.574
multi-input combinational	1928	16300	46.1
sequential	574	13700	38.9
tap	1368	1710	4.85
timing repair buffer	150	1340	3.78
-- cells in the mapped netlist (4+ instances only) --
| cell type | count |
|---|---|
| a221oi_1 | 62 |
| a22oi_1 | 60 |
| a31oi_1 | 9 |
| buf_1 | 28 |
| mux2i_1 | 451 |
| or2_2 | 9 |
| inv_1 | 49 |
| nand4_1 | 5 |
| nand3_1 | 109 |
| o211ai_1 | 61 |
| a21oi_1 | 145 |
| nor2b_1 | 9 |
| ha_1 | 15 |
| a221o_1 | 6 |
| a211oi_1 | 5 |
| o21ai_0 | 166 |
| nor2_1 | 93 |
| o221ai_1 | 4 |
| or3_1 | 11 |
| nor3b_1 | 5 |
| buf_4 | 7 |
| or2_1 | 23 |
| dfxtp_1 | 350 |
| clkbuf_1 | 184 |
| and3_1 | 9 |
| xor2_1 | 10 |
| nor3_1 | 16 |
| a21o_1 | 5 |
| xnor2_1 | 6 |
| nand2b_1 | 31 |
| or4_1 | 4 |
| o21a_1 | 5 |
| edfxtp_1 | 224 |
| mux4_2 | 196 |
| nand2_1 | 330 |
| buf_2 | 62 |
| nor4_1 | 5 |
-- cells in the final DEF (no fill, tap or decap), drive strengths merged, types with 15 or more instances in the layout --
| cell type | Yosys | routed |
|---|---|---|
| nor2 | 94 | 94 |
| edfxtp | 224 | 224 |
| nand2 | 330 | 330 |
| or2 | 32 | 32 |
| clkbuf | 185 | 76 |
| a22oi | 60 | 60 |
| o21ai | 170 | 170 |
| mux4 | 196 | 196 |
| dfxtp | 350 | 350 |
| mux2i | 451 | 451 |
| a221oi | 63 | 63 |
| clkinv | 0 | 22 |
| a21oi | 148 | 148 |
| inv | 52 | 54 |
| ha | 15 | 15 |
| buf | 99 | 78 |
| nand2b | 31 | 31 |
| nor3 | 18 | 18 |
| nand3 | 111 | 111 |
| clkdlybuf4s50 | 0 | 73 |
| o211ai | 61 | 61 |
-- worst paths after layout --
kind | start | slack [ns] | depth (start not counted) | to
max reg2reg | control_register_r[0][9]$_SDFFE_PP0P_ | 23.16 | 11 | control_register_r[13][0]$_DFFE_PP_
min reg2reg | prescale_ctr[0]$_SDFF_PP0_ | 0.47 | 1 | prescale_ctr[0]$_SDFF_PP0_
max | clk_i | 7.54 | 5 | spi_sck_o
min | prescale_ctr[0]$_SDFF_PP0_ | 0.47 | 1 | prescale_ctr[0]$_SDFF_PP0_
-- metal layers --
metal / global-route usage (%) / vias up / routed length, um
li1: - / 10575 / -
met1: 26.7 / 11793 / 40500
met2: 32.1 / 995 / 48600
met3: 8.43 / 197 / 11100
met4: 5.62 / 0 / 3320
met5: 0 / - / 0
-- power breakdown --
part	internal, mW	switching (mW)
Sequential	0.871	0.00584
Combinational	0.0530	0.0980
Clock	0.482	0.350
-- cell families after synthesis --
logic type / after synthesis / share of synthesized area [%]
mux: 650 / 28.8
fa+ha+maj: 16 / 0.667
compound gates: 567 / 11.6
xor+xnor: 16 / 0.450
simple gates: 679 / 10.0
buf+inv: 336 / 4.43
flops: 574 / 44.1
-- state kept, by name, summed over array words and instances (netlist names) --
name,cells
ack,1
state,5
bit_ctr,11
prescale_ctr,6
clock_en,1
control_register_r,512
t_buffer,32
out_mod,2
word_ctr,4
-- through the flow --
| step | hold slack (ns) | total power, mW | std cells |
|---|---|---|---|
| 2_1_floorplan | 0.425 | 0.980 | 2838 |
| 3_3_place_gp | 0.452 | 1.05 | 4073 |
| 3_5_place_dp | 0.457 | 1.05 | 4073 |
| 4_1_cts | 0.471 | 1.87 | 4185 |
| 5_1_grt | 0.487 | 1.91 | 4185 |
| 6_report | 0.466 | 1.86 | 4185 |
Power and IR drop assume default switching activity.
